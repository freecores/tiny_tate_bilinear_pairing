[./run.sh]
#!/bin/bash
# OpenROAD 26Q1-2900-gdf79404cd8, Yosys 0.63+post, stock flow scripts
make -C /OpenROAD-flow-scripts/flow DESIGN_CONFIG=/design/flow/config.mk WORK_HOME=/design/flow/orfs finish
[./config.mk]
export PLATFORM = sky130hd
export DESIGN_NAME = PE
export DESIGN_NICKNAME = PE
export VERILOG_FILES = /design/flow/design.v
export SDC_FILE = /design/flow/constraint.sdc
export NUM_CORES = 4
export LEC_CHECK = 1
export CORE_UTILIZATION = 40
[./constraint.sdc]
current_design PE

set clk_period 20.3
set clk_io_pct 0.2

create_clock -name clk0 -period $clk_period [get_ports {clk}]

set non_clock_inputs [all_inputs -no_clocks]
set_input_delay [expr $clk_period * $clk_io_pct] -clock clk0 $non_clock_inputs
set_output_delay [expr $clk_period * $clk_io_pct] -clock clk0 [all_outputs]
[./design.v]
module v0(a, c);
    input [193:0] a;
    output [193:0] c;
    assign c[1:0] = a[1:0];
    assign c[3:2] = a[131:130];
    assign c[5:4] = a[67:66];
    assign c[7:6] = a[3:2];
    assign c[9:8] = a[133:132];
    assign c[11:10] = a[69:68];
    assign c[13:12] = a[5:4];
    assign c[15:14] = a[135:134];
    assign c[17:16] = a[71:70];
    assign c[19:18] = a[193:192];
    assign c[21:20] = {a[128], a[129]};
    assign c[23:22] = a[73:72];
    assign c[25:24] = {a[178], a[179]};
    assign c[27:26] = a[131:130];
    assign c[29:28] = {a[66], a[67]};
    assign c[31:30] = {a[180], a[181]};
    assign c[33:32] = a[133:132];
    assign c[35:34] = {a[68], a[69]};
    assign c[37:36] = {a[182], a[183]};
    assign c[39:38] = a[127:126];
    assign c[41:40] = {a[70], a[71]};
    assign c[43:42] = {a[184], a[185]};
    assign c[45:44] = a[145:144];
    assign c[47:46] = a[81:80];
    assign c[49:48] = a[17:16];
    assign c[51:50] = a[147:146];
    assign c[53:52] = a[83:82];
    assign c[55:54] = a[19:18];
    assign c[57:56] = a[149:148];
    assign c[59:58] = a[85:84];
    assign c[61:60] = a[21:20];
    assign c[63:62] = a[135:134];
    assign c[65:64] = a[87:86];
    assign c[67:66] = {a[192], a[193]};
    assign c[69:68] = a[145:144];
    assign c[71:70] = {a[80], a[81]};
    assign c[73:72] = a[25:24];
    assign c[75:74] = a[147:146];
    assign c[77:76] = {a[82], a[83]};
    assign c[79:78] = a[27:26];
    assign c[81:80] = a[149:148];
    assign c[83:82] = {a[84], a[85]};
    assign c[85:84] = a[29:28];
    assign c[87:86] = a[143:142];
    assign c[89:88] = {a[86], a[87]};
    assign c[91:90] = a[31:30];
    assign c[93:92] = a[161:160];
    assign c[95:94] = a[97:96];
    assign c[97:96] = a[33:32];
    assign c[99:98] = a[163:162];
    assign c[101:100] = a[99:98];
    assign c[103:102] = a[35:34];
    assign c[105:104] = a[165:164];
    assign c[107:106] = a[101:100];
    assign c[109:108] = a[37:36];
    assign c[111:110] = a[151:150];
    assign c[113:112] = a[103:102];
    assign c[115:114] = a[39:38];
    assign c[117:116] = a[161:160];
    assign c[119:118] = {a[96], a[97]};
    assign c[121:120] = a[41:40];
    assign c[123:122] = a[163:162];
    assign c[125:124] = {a[98], a[99]};
    assign c[127:126] = a[43:42];
    assign c[129:128] = a[165:164];
    assign c[131:130] = {a[100], a[101]};
    assign c[133:132] = a[45:44];
    assign c[135:134] = a[159:158];
    assign c[137:136] = {a[102], a[103]};
    assign c[139:138] = a[47:46];
    assign c[141:140] = a[177:176];
    assign c[143:142] = a[113:112];
    assign c[145:144] = a[49:48];
    assign c[147:146] = a[179:178];
    assign c[149:148] = a[115:114];
    assign c[151:150] = a[51:50];
    assign c[153:152] = a[181:180];
    assign c[155:154] = a[117:116];
    assign c[157:156] = a[53:52];
    assign c[159:158] = a[167:166];
    assign c[161:160] = a[119:118];
    assign c[163:162] = a[55:54];
    assign c[165:164] = a[177:176];
    assign c[167:166] = {a[112], a[113]};
    assign c[169:168] = a[57:56];
    assign c[171:170] = a[179:178];
    assign c[173:172] = {a[114], a[115]};
    assign c[175:174] = a[59:58];
    assign c[177:176] = a[181:180];
    assign c[179:178] = {a[116], a[117]};
    assign c[181:180] = a[61:60];
    assign c[183:182] = a[175:174];
    assign c[185:184] = {a[118], a[119]};
    assign c[187:186] = a[63:62];
    assign c[189:188] = a[193:192];
    assign c[191:190] = a[129:128];
    assign c[193:192] = a[65:64];
endmodule
module v1(a, c);
    input [193:0] a;
    output [193:0] c;
    assign c[1:0] = a[179:178];
    assign c[3:2] = {a[122], a[123]};
    assign c[5:4] = 0;
    assign c[7:6] = a[181:180];
    assign c[9:8] = {a[124], a[125]};
    assign c[11:10] = 0;
    assign c[13:12] = a[183:182];
    assign c[15:14] = {a[126], a[127]};
    assign c[17:16] = 0;
    assign c[19:18] = a[7:6];
    assign c[21:20] = a[137:136];
    assign c[23:22] = 0;
    assign c[25:24] = a[9:8];
    assign c[27:26] = a[139:138];
    assign c[29:28] = a[75:74];
    assign c[31:30] = a[11:10];
    assign c[33:32] = a[125:124];
    assign c[35:34] = a[77:76];
    assign c[37:36] = a[13:12];
    assign c[39:38] = a[135:134];
    assign c[41:40] = a[79:78];
    assign c[43:42] = a[15:14];
    assign c[45:44] = a[129:128];
    assign c[47:46] = {a[72], a[73]};
    assign c[49:48] = {a[186], a[187]};
    assign c[51:50] = a[139:138];
    assign c[53:52] = {a[74], a[75]};
    assign c[55:54] = {a[188], a[189]};
    assign c[57:56] = a[133:132];
    assign c[59:58] = {a[76], a[77]};
    assign c[61:60] = {a[190], a[191]};
    assign c[63:62] = a[151:150];
    assign c[65:64] = {a[78], a[79]};
    assign c[67:66] = a[23:22];
    assign c[69:68] = a[137:136];
    assign c[71:70] = a[89:88];
    assign c[73:72] = 0;
    assign c[75:74] = a[155:154];
    assign c[77:76] = a[91:90];
    assign c[79:78] = 0;
    assign c[81:80] = a[141:140];
    assign c[83:82] = a[93:92];
    assign c[85:84] = 0;
    assign c[87:86] = a[151:150];
    assign c[89:88] = a[95:94];
    assign c[91:90] = 0;
    assign c[93:92] = a[145:144];
    assign c[95:94] = {a[88], a[89]};
    assign c[97:96] = 0;
    assign c[99:98] = a[155:154];
    assign c[101:100] = {a[90], a[91]};
    assign c[103:102] = 0;
    assign c[105:104] = a[149:148];
    assign c[107:106] = {a[92], a[93]};
    assign c[109:108] = 0;
    assign c[111:110] = a[167:166];
    assign c[113:112] = {a[94], a[95]};
    assign c[115:114] = 0;
    assign c[117:116] = a[153:152];
    assign c[119:118] = a[105:104];
    assign c[121:120] = 0;
    assign c[123:122] = a[171:170];
    assign c[125:124] = a[107:106];
    assign c[127:126] = 0;
    assign c[129:128] = a[157:156];
    assign c[131:130] = a[109:108];
    assign c[133:132] = 0;
    assign c[135:134] = a[167:166];
    assign c[137:136] = a[111:110];
    assign c[139:138] = 0;
    assign c[141:140] = a[161:160];
    assign c[143:142] = {a[104], a[105]};
    assign c[145:144] = 0;
    assign c[147:146] = a[171:170];
    assign c[149:148] = {a[106], a[107]};
    assign c[151:150] = 0;
    assign c[153:152] = a[165:164];
    assign c[155:154] = {a[108], a[109]};
    assign c[157:156] = 0;
    assign c[159:158] = a[183:182];
    assign c[161:160] = {a[110], a[111]};
    assign c[163:162] = 0;
    assign c[165:164] = a[169:168];
    assign c[167:166] = a[121:120];
    assign c[169:168] = 0;
    assign c[171:170] = a[187:186];
    assign c[173:172] = a[123:122];
    assign c[175:174] = 0;
    assign c[177:176] = a[173:172];
    assign c[179:178] = a[125:124];
    assign c[181:180] = 0;
    assign c[183:182] = a[183:182];
    assign c[185:184] = a[127:126];
    assign c[187:186] = 0;
    assign c[189:188] = a[177:176];
    assign c[191:190] = {a[120], a[121]};
    assign c[193:192] = 0;
endmodule
module v2(a, c);
    input [193:0] a;
    output [193:0] c;
    assign c[1:0] = a[187:186];
    assign c[3:2] = 0;
    assign c[5:4] = 0;
    assign c[7:6] = a[189:188];
    assign c[9:8] = 0;
    assign c[11:10] = 0;
    assign c[13:12] = a[191:190];
    assign c[15:14] = 0;
    assign c[17:16] = 0;
    assign c[19:18] = a[185:184];
    assign c[21:20] = 0;
    assign c[23:22] = 0;
    assign c[25:24] = 0;
    assign c[27:26] = a[123:122];
    assign c[29:28] = 0;
    assign c[31:30] = 0;
    assign c[33:32] = a[141:140];
    assign c[35:34] = 0;
    assign c[37:36] = 0;
    assign c[39:38] = a[143:142];
    assign c[41:40] = 0;
    assign c[43:42] = 0;
    assign c[45:44] = a[137:136];
    assign c[47:46] = 0;
    assign c[49:48] = 0;
    assign c[51:50] = a[131:130];
    assign c[53:52] = 0;
    assign c[55:54] = 0;
    assign c[57:56] = a[141:140];
    assign c[59:58] = 0;
    assign c[61:60] = 0;
    assign c[63:62] = a[143:142];
    assign c[65:64] = 0;
    assign c[67:66] = 0;
    assign c[69:68] = a[153:152];
    assign c[71:70] = 0;
    assign c[73:72] = 0;
    assign c[75:74] = a[139:138];
    assign c[77:76] = 0;
    assign c[79:78] = 0;
    assign c[81:80] = a[157:156];
    assign c[83:82] = 0;
    assign c[85:84] = 0;
    assign c[87:86] = a[159:158];
    assign c[89:88] = 0;
    assign c[91:90] = 0;
    assign c[93:92] = a[153:152];
    assign c[95:94] = 0;
    assign c[97:96] = 0;
    assign c[99:98] = a[147:146];
    assign c[101:100] = 0;
    assign c[103:102] = 0;
    assign c[105:104] = a[157:156];
    assign c[107:106] = 0;
    assign c[109:108] = 0;
    assign c[111:110] = a[159:158];
    assign c[113:112] = 0;
    assign c[115:114] = 0;
    assign c[117:116] = a[169:168];
    assign c[119:118] = 0;
    assign c[121:120] = 0;
    assign c[123:122] = a[155:154];
    assign c[125:124] = 0;
    assign c[127:126] = 0;
    assign c[129:128] = a[173:172];
    assign c[131:130] = 0;
    assign c[133:132] = 0;
    assign c[135:134] = a[175:174];
    assign c[137:136] = 0;
    assign c[139:138] = 0;
    assign c[141:140] = a[169:168];
    assign c[143:142] = 0;
    assign c[145:144] = 0;
    assign c[147:146] = a[163:162];
    assign c[149:148] = 0;
    assign c[151:150] = 0;
    assign c[153:152] = a[173:172];
    assign c[155:154] = 0;
    assign c[157:156] = 0;
    assign c[159:158] = a[175:174];
    assign c[161:160] = 0;
    assign c[163:162] = 0;
    assign c[165:164] = a[185:184];
    assign c[167:166] = 0;
    assign c[169:168] = 0;
    assign c[171:170] = a[171:170];
    assign c[173:172] = 0;
    assign c[175:174] = 0;
    assign c[177:176] = a[189:188];
    assign c[179:178] = 0;
    assign c[181:180] = 0;
    assign c[183:182] = a[191:190];
    assign c[185:184] = 0;
    assign c[187:186] = 0;
    assign c[189:188] = a[185:184];
    assign c[191:190] = 0;
    assign c[193:192] = 0;
endmodule
module PE(clk, reset, ctrl, d0, d1, d2, out);
    input clk;
    input reset;
    input [10:0] ctrl;
    input [197:0] d0;
    input [(2*97-1):0] d1, d2;
    output [(2*97-1):0] out;
    reg [197:0] R0;
    reg [(2*97-1):0] R1, R2, R3;
    wire [1:0] e0, e1, e2;  
    wire [(2*97-1):0] ppg0, ppg1, ppg2,  
                    mx0, mx1, mx2, mx3, mx4, mx5, mx6,  
                    ad0, ad1, ad2,  
                    cu0, cu1, cu2,  
                    mo0, mo1, mo2,  
                    t0, t1, t2;
    wire c0,c1,c2,c3,c4,c5,c6,c7,c8,c9,c10;
    assign {c0,c1,c2,c3,c4,c5,c6,c7,c8,c9,c10} = ctrl;
    assign mx0 = c0 ? d1 : ad2;
    assign mx1 = c2 ? d2 : ad2;
    always @ (posedge clk)
        if(reset) R1 <= 0;
        else if (c1) R1 <= mx0;
    always @ (posedge clk)
        if(reset) R2 <= 0;
        else if (c3) R2 <= mx1;
    always @ (posedge clk)
        if(reset) R0 <= 0;
        else if (c4) R0 <= d0;
        else if (c5) R0 <= R0 << 6;
    assign {e2,e1,e0} = R0[197:192];
    PPG
        ppg_0 (e0, R1, ppg0),
        ppg_1 (e1, R2, ppg1),
        ppg_2 (e2, R1, ppg2);
    v0  v0_ (ppg0, cu0);
    v1  v1_ (ppg1, cu1);
    v2  v2_ (ppg2, cu2);
    assign mx2 = c6 ? ppg0 : cu0;
    assign mx3 = c6 ? ppg1 : cu1;
    assign mx4 = c6 ? mo1 : cu2;
    assign mx5 = c7 ? mo2 : R3;
    mod_p
        mod_p_0 (mx3, mo0),
        mod_p_1 (ppg2, t0),
        mod_p_2 (t0, mo1),
        mod_p_3 (R3, t1),
        mod_p_4 (t1, t2),
        mod_p_5 (t2, mo2);
    assign mx6 = c9 ? mo0 : mx3;
    f3m_add
        f3m_add_0 (mx2, mx6, ad0),
        f3m_add_1 (mx4, c8 ? mx5 : 0, ad1),
        f3m_add_2 (ad0, ad1, ad2);
    always @ (posedge clk)
        if (reset) R3 <= 0;
        else if (c10) R3 <= ad2;
        else R3 <= 0;  
    assign out = R3;
endmodule
module mod_p(B, C);
    input [(2*97-1):0] B;
    output [(2*97-1):0] C;
    wire [(2*97-1)+2:0] A;
    assign A = {B[(2*97-1):0], 2'd0};  
    wire [1:0] w0;
    f3_mult m0 (A[195:194], 2'd2, w0);
    f3_add s0 (A[1:0], {w0[0], w0[1]}, C[1:0]);  
    assign C[23:2] = A[23:2];
    wire [1:0] w12;
    f3_mult m12 (A[195:194], 2'd1, w12);
    f3_add s12 (A[25:24], {w12[0], w12[1]}, C[25:24]);  
    assign C[193:26] = A[193:26];
endmodule
module PPG(d, A, C);
    input [1:0] d;
    input [(2*97-1):0] A;
    output [(2*97-1):0] C;
    genvar i;
    generate
        for (i=0; i < 97; i=i+1) 
        begin: ppg0
            f3_mult f3_mult_0 (d, A[2*i+1:2*i], C[2*i+1:2*i]);
        end
    endgenerate
endmodule
module f3m_add(A, B, C);
    input [(2*97-1) : 0] A, B;
    output [(2*97-1) : 0] C;
    genvar i;
    generate
        for(i=0; i<97; i=i+1) begin: aa
            f3_add aa(A[(2*i+1) : 2*i], B[(2*i+1) : 2*i], C[(2*i+1) : 2*i]);
        end
    endgenerate
endmodule
module f3_add(A, B, C);
    input [1:0] A, B;
    output [1:0] C;
    wire a0, a1, b0, b1, c0, c1;
    assign {a1, a0} = A;
    assign {b1, b0} = B;
    assign C = {c1, c0};
    assign c0 = ( a0 & ~a1 & ~b0 & ~b1) |
                (~a0 & ~a1 &  b0 & ~b1) |
                (~a0 &  a1 & ~b0 &  b1) ;
    assign c1 = (~a0 &  a1 & ~b0 & ~b1) |
                ( a0 & ~a1 &  b0 & ~b1) |
                (~a0 & ~a1 & ~b0 &  b1) ;
endmodule
module f3_mult(A, B, C); 
    input [1:0] A;
    input [1:0] B; 
    output [1:0] C;
    wire a0, a1, b0, b1;
    assign {a1, a0} = A;
    assign {b1, b0} = B;
    assign C[0] = (~a1 & a0 & ~b1 & b0) | (a1 & ~a0 & b1 & ~b0);
    assign C[1] = (~a1 & a0 & b1 & ~b0) | (a1 & ~a0 & ~b1 & b0);
endmodule
==> flow_summary.yaml <==
# yosys + openroad results
layout:
  fill_cells: 18375
  final_cell_mix: "nor2_1 (1057), nand2_1 (895), clkdlybuf4s50_1 (781)"
  syn_to_final_growth_pct: 18.2
  drive_above_1_share_pct: 12.0
  final_common_cell: "nor2_1"
clocking:
  htree_levels: 3
  cts_resized: 0
  cts_buffer_depth: 3
  cts_root_buf: "clkbuf_16"
  cts_tree: "done"
  holdBufCountCts: 0
  cts_setup_buffers: 0
  clk_latency_ns: 0.84
  clk_pin_slew_ns: 0.06
  cts_num_sinks: 780
  cts_buffers: 102
synthesis:
  ys.flops: 780
  ys_cells: 10239
  synth_seq_share_pct: 20.1
  synth-edff-count: 0
  synth.avg_cell_area_sq_um: 7.58
  yosysChipArea_sq_um: 77700
  yosysUniqueCellTypes: 120
  syn_inst: 10239
  synth_area_sq_um: 77700
  flop_cell: "dfxtp_1"
  async_flop_share_pct: 0
  yosysWarnings: 1
setup_path:
  critPathArrivalTime_ns: 9.44
  critPathRequiredTime_ns: 20.93
  worstSetupPathType: "in -> reg"
  setup.worst_path.start_class: "input pin"
  end_kind: "register"
  cp_max_fo: 66
route:
  dr_total_vias: 92434
  vias_per_cell: 6.95
  wl_per_cell_um: 35.6
  drt-total-wl_um: 473000
  drc: 0
  antenna_left: 0
  drtIter0Drc: 11102
  drtPass1Iterations: 9
die:
  row_count: 161
  die_area_sq_um: 196000
  fp.dieH_um: 443
  fp-utilization_pct: 40.3
  core_sq_um: 193000
  die_width_um: 443
  io_pins: 793
power:
  total_power_mw: 5.90
  power.density_nw_per_um2: 64.3
  clkPwrFrac_pct: 35.7
  p_int_mw: 3.60
  power_frac_comb_pct: 33.6
  seq_power_share_pct: 30.7
  p_sw_share_pct: 39.0
  peakVddDrop_v: 0.0000803
  switchingPower_mw: 2.30
  leakagePower_nw: 33.1
timing:
  setup_tns_ns: 0
  tightest_slew_ns: 1.31
  slew_headroom_pct: 12.6
  hold_viol: 0
  fin_worst_skew_ns: 0.0670
  fmax_mhz: 113
  report.final.setup_viol: 0
  fin_crit_ns: 8.81
  hold_ws_ns: 0.478
  finalClockPeriodUsage_pct: 43.4
  rsz0062_at_grt: "no"
  slew_violations: 0
global_route:
  grt_overflow_total: 0
  grt_pass1_vias: 81692
  track_usage_pct: 47.6
  grt_pass1_wl_um: 645000
  grt_antenna_before_repair: 76
  grt_max_degree: 148
run:
  max_cap_violations: 0
  warnings: 33
placement:
  gp_congestion: 1.08
  dpl.hpwl_um: 356000
  io_buffers: 792
worst_hold_path:
  hp-class: "reg -> reg"
status:
  status: "complete, no violations"
==> area by class of cell <==
cell class                 instances  area (sq um)  share of cell area [%]
multi-input combinational       8544         58100                    63.3
sequential                       780         15600                    17.0
timing repair buffer            1151         10700                    11.7
inverter                          63           274                   0.299
tap                             2526          3160                    3.44
antenna                           42           105                   0.115
clock inverter                    63          1000                    1.09
clock buffer                     129          2810                    3.07
==> power groups by stage <==
stage | clock network, mW | registers, mW | logic [mW]
after CTS | 2.12 | 1.80 | 1.91
after global routing | 2.18 | 1.82 | 2.07
final | 2.11 | 1.81 | 1.98
==> cell usage after synthesis, drive strengths merged, types with 79 or more instances <==
| master | number | share of area (%) |
|---|---|---|
| a211oi | 121 | 1.2 |
| a21o | 90 | 0.87 |
| a21oi | 603 | 3.9 |
| a221oi | 251 | 2.9 |
| a22oi | 240 | 2.3 |
| a31oi | 151 | 1.3 |
| and2 | 158 | 1.3 |
| and3 | 105 | 0.85 |
| buf | 457 | 3.2 |
| clkbuf | 395 | 1.9 |
| dfxtp | 780 | 20 |
| mux2 | 265 | 3.8 |
| mux2i | 573 | 7.4 |
| mux4 | 83 | 2.4 |
| nand2 | 902 | 4.4 |
| nand2b | 275 | 2.2 |
| nand3 | 284 | 1.8 |
| nor2 | 1067 | 5.2 |
| nor2b | 308 | 2.5 |
| nor3 | 249 | 1.6 |
| nor4bb | 79 | 1.0 |
| o211ai | 222 | 2.2 |
| o21ai | 443 | 2.9 |
| o221ai | 204 | 2.3 |
| o22ai | 280 | 2.3 |
| o31ai | 112 | 1.3 |
| or2 | 87 | 0.70 |
| xnor2 | 79 | 0.89 |
==> flip-flops by register name, indices dropped and copies added, names as in the netlist <==
register and flops:
R2 194, R1 194, R3 194, R0 198
==> per-stage QoR <==
stage	area (sq um)	setup slack [ns]	cells	utilization (%)
2_1_floorplan	77700	13.59	10239	-
3_3_place_gp	87900	10.91	13064	45.6
3_5_place_dp	87900	10.88	13064	45.6
4_1_cts	91700	11.67	13256	47.6
5_1_grt	91700	11.31	13264	47.6
6_report	91800	11.49	13298	47.6
==> path summary, 6_finish.rpt <==
path | startpoint | endpoint | slack, ns | depth (start not counted)
worst max-delay path | ctrl[4] | R2[45] | 11.49 | 12
worst min-delay path | R1[15] | R1[15] | 0.48 | 2
worst max register to register | R0[194] | R2[147] | 14.30 | 13
worst min register to register | R1[15] | R1[15] | 0.48 | 2
==> metal layers <==
layer	vias up	share of wire, %	global-route usage [%]
met5	-	0.13	1.15
met4	52	9.5	35.6
met3	1493	15	22.2
met2	6305	39	64.0
met1	44032	37	59.1
li1	40552	-	-
==> critical path, cell delays in order <==
cell and delay [ns]:
buf_8 0.34, buf_4 0.53, buf_4 0.62, buf_4 0.73, buf_4 0.67, mux4_2 0.42, nor2b_1 0.20, o31ai_2 0.46
mux2_2 0.39, a221o_1 0.36, a21oi_1 0.25, o221ai_1 0.17
==> cell families (layout without fill, tap and decap cells) <==
kind of cell	after synthesis	in the layout	share of synthesized area [%]
DFF	780	780	20.1
buffers and inverters	915	1406	5.42
other	0	42	0
xor gates and xnor gates	107	107	1.21
and+or+nand+nor	3941	3941	26.1
AOI/OAI and AO/OA	3575	3575	33.5
muxes	921	921	13.6
Power is estimated from default activity; no workload was simulated.
