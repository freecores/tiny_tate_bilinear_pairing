## /design/flow/design.v

```verilog
module const_ (clk, addr, out, effective);
    input clk;
    input [5:0] addr;
    output reg [(1008-1):0] out;
    output reg effective;  
    always @ (posedge clk)
      begin
         effective <= 1;
         case (addr)
            1:  out <= 0;
            2:  out <= 1;
            4:  out <= {6'b000101, 1002'd0};
            8:  out <= {6'b001001, 1002'd0};
            16: out <= {6'b010101, 1002'd0};
            default: 
               begin out <= 0; effective <= 0; end
         endcase
      end
endmodule
```

## /design/flow/run.sh

```bash
#!/bin/bash
# OpenROAD 26Q1-2900-gdf79404cd8, Yosys 0.63+post, stock flow scripts
make -C /OpenROAD-flow-scripts/flow DESIGN_CONFIG=/design/flow/config.mk WORK_HOME=/design/flow/orfs finish
```

## /design/flow/config.mk

```make
export PLATFORM = sky130hd
export DESIGN_NAME = const_
export DESIGN_NICKNAME = const_
export VERILOG_FILES = /design/flow/design.v
export SDC_FILE = /design/flow/constraint.sdc
export NUM_CORES = 4
export LEC_CHECK = 1
export CORE_AREA = 10 10 391 391
export DIE_AREA = 0 0 401 401
```

## /design/flow/constraint.sdc

```tcl
current_design const_

set clk_period 1.7
set clk_io_pct 0.2

create_clock -name clk0 -period $clk_period [get_ports {clk}]

set non_clock_inputs [all_inputs -no_clocks]
set_input_delay [expr $clk_period * $clk_io_pct] -clock clk0 $non_clock_inputs
set_output_delay [expr $clk_period * $clk_io_pct] -clock clk0 [all_outputs]
```

==> qor.yml <==
status:
  status: "completed"
cts:
  clk_pin_slew_ns: 0.03
  cts_root_buf: "clkbuf_16"
  cts_tree: "yes"
  cts_setup_buffers: 0
  clock_path_buffers: 2
  cts_sinks: 6
  post_cts_resized: 0
  cts_buffers: 3
  holdBufCountCts: 0
  cts_max_level: 1
layout:
  fin_area_mm2: 0.006591
  drive_gt1_share_pct: 1.054
  syn_to_final_growth_pct: -15.40
  fin_cells: 2947
  fin_util_pct: 4.577
run:
  cap_viol_max_count: 0
  log.warning_count: 25
grt:
  grt-ovfl-total: 0
  antenna_found_initial: 0
  grt_usage_pct: 1.623
  grt_pass1_vias: 3685
  grt_pass1_wl_um: 21460
  grt_max_degree: 8
power_and_ir_drop:
  internal-power_mw: 0.4731
  p_switching_mw: 0.2675
  p_comb_share_pct: 29.9
  power.density_mw_per_mm2: 112.4
  pwr-share-clk_pct: 50.1
  switching_share_pct: 36.12
  p_total_mw: 0.7407
  pwr-share-seq_pct: 19.9
  p_leak_nw: 3.442
  max-vdd-ir-drop_v: 0.0002856
synth:
  ys_ff: 6
  yosys_cells: 1031
  synthesis.area_mm2: 0.007791
  netlist_instances: 1031
  ys_chip_area_mm2: 0.007791
  syn_area_per_cell_um2: 7.557
  ys_warn_count: 1
  ys_types: 19
  synth_seq_share_pct: 1.542
sta:
  whs_ns: 0.7945
  max_freq_ghz: 0.7875
  setup_violations: 0
  rsz0062_at_grt: "no"
  fin_ws_ns: 0.4302
  maxSlewViolCount: 0
  finalCritPeriodShare_pct: 74.69
  fin_tns_setup_ns: 0
  min_period_ns: 1.270
  hold_violations: 0
drt:
  dr.pass1.iters: 4
  routed.top_layer: "met4"
  first_iter_violations: 5
  met3WireLength_um: 4023
  finalWirelength_um: 16800
  final_antenna_net_count: 0
  dr_wl_met2_um: 8537
  wl_met1_um: 4177
  viasPerCell: 0.9477
  dr_total_vias: 2793
  antenna_cells: 0
  drcViolationCount: 0
  wl_per_cell_um: 5.702
setup_path:
  cp_num_buf_inv: 1
  arrival_ns: 1.40
  critPathKind: "primary input to flop"
  crit_path_end_kind: "flop"
  crit_family: "buffers and inverters"
  slowest_stage: "clkdlybuf4s50_1"
  cp_cell_sequence: "clkdlybuf4s50_1 -> nor4b_2 -> a22oi_1 -> o311ai_1"
  startpoint_type: "primary input"
  critPathMaxStageDelay_ns: 0.51
  cp_max_fo: 6
  worst_ep_required_time_ns: 1.83
placement:
  dp.cells: 2944
  hpwl_um: 16710
  portBuffers: 12
  dp_slack_ns: 0.2001
  gp_congestion: 0.6166
  dpl_cell_area_mm2: 0.006516
die:
  die_w_um: 401
  dieArea_mm2: 0.1608
  die_y_um: 401
  coreArea_mm2: 0.1440
  io_pins: 1016
  initial_core_util_pct: 5.410
  core.rowCount: 139
min_path:
  hp-class: "primary input to flop"
-- placed cells by master, fill, tap and decap left out, drive strengths merged, types with 2 or more instances in the layout --
cell and count:
conb 1003, nor4 2, clkdlybuf4s50 6, xor2 2, dfxtp 6, clkbuf 3
nor2 4, inv 2, buf 6, o21ai 2
-- routing by layer --
metal / vias up / global-route usage [%]
met2: 476 / 2.959
met5: - / 0
met1: 1184 / 1.043
li1: 1125 / -
met4: 0 / 0.08346
met3: 8 / 1.954
-- sequential cells by signal, indices dropped and copies added (netlist names) --
register and flops:
out 5, effective 1
-- layout make-up --
type / count / area, um^2
fillers: 17017 / 137400
multi-input cells: 1021 / 3890
well taps: 1903 / 2381
flip-flops and latches: 6 / 120.1
repair buffers: 12 / 117.6
clock buffers: 3 / 75.07
inverters: 2 / 7.507
-- cell families (layout without fill, tap and decap cells) --
logic type / count (synthesis) / in the layout / share of synthesized area [%]
buffers and inverters: 1006 / 17 / 96.80
AND/OR/NAND/NOR: 11 / 11 / 0.9313
flip-flops: 6 / 6 / 1.542
AND-OR/OR-AND: 4 / 4 / 0.3372
XOR/XNOR: 3 / 3 / 0.3373
other: 1 / 1003 / 0.04813
-- power by group through the flow --
stage | logic [mW] | registers, mW | clock network (mW)
after CTS | 0.286 | 0.149 | 0.379
after global routing | 0.355 | 0.148 | 0.387
final | 0.222 | 0.148 | 0.371
-- cell usage after synthesis --
cell / instances / area share, %
nor4b_2: 1 / 0.19
nor4_2: 1 / 0.16
o311ai_1: 1 / 0.11
o21ai_1: 1 / 0.064
dfxtp_1: 6 / 1.5
nand4b_1: 1 / 0.11
xnor2_1: 1 / 0.11
inv_1: 2 / 0.096
nor4_1: 1 / 0.080
a22oi_1: 1 / 0.096
nor2_1: 4 / 0.19
xor2_1: 2 / 0.22
buf_2: 1 / 0.064
and2_1: 1 / 0.080
nor3_1: 1 / 0.064
conb_1: 1 / 0.048
buf_4: 1003 / 97
o21ai_0: 1 / 0.064
nand2_1: 1 / 0.048
-- path summary, 6_finish.rpt --
path,start,to,cells after the start
setup / recovery,addr[3],effective,4
hold / removal,addr[1],out[1002],2
Power figures rest on the tool's default switching activity, not on a simulated workload.
